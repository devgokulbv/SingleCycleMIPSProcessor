## design.v

```verilog
`timescale 1ns / 1ps
module ALU(
    input [31:0] A, B,
    input [5:0] ALUControl,    
    input [4:0] shamt,         
    output reg [31:0] result,
    output ZeroFlag
);
    always @(*) begin
        case (ALUControl)
            6'b100000: result = A + B;              
            6'b100001: result = A + B;              
            6'b100010: result = A - B;              
            6'b100011: result = A - B;              
            6'b100100: result = A & B;              
            6'b100101: result = A | B;              
            6'b100110: result = A ^ B;              
            6'b100111: result = ~(A | B);           
            6'b101010: result = ($signed(A) < $signed(B)) ? 32'b1 : 32'b0;  
            6'b000000: result = B << shamt;         
            6'b000010: result = B >> shamt;         
            6'b000011: result = $signed(B) >>> shamt;  
            6'b000100: result = B << A[4:0];        
            6'b000110: result = B >> A[4:0];        
            6'b000111: result = $signed(B) >>> A[4:0];
            default:   result = 32'bx;              
        endcase
    end
    assign ZeroFlag = (result == 32'b0);
endmodule
`timescale 1ns / 1ps
module RegisterFile(
        input clk,WE3,
        input [4:0] A1,A2,A3,
        input [31:0] WD3,
        output [31:0] RD1,RD2
    );
    reg [31:0] RegFile[31:0];
    always @(posedge clk)
        if(WE3) RegFile[A3] <= WD3;
    assign RD1 = (A1 !=0 ) ? (RegFile[A1]) : 0;
    assign RD2 = (A2 !=0 ) ? (RegFile[A2]) : 0;
endmodule
`timescale 1ns / 1ps
module adder(input  [31:0] a, b,
             output [31:0] y);
  assign y = a + b;
endmodule
`timescale 1ns / 1ps
module aludec(
    input [5:0] funct,
    input [1:0] aluop,
    output reg [5:0] alucontrol  
);
    always @(*) 
        case (aluop)
            2'b00: alucontrol = 6'b100000;  
            2'b01: alucontrol = 6'b100010;  
            2'b10: alucontrol = funct;                
        endcase
endmodule
`timescale 1ns / 1ps
module controller(
    input [5:0] op, funct,
    input zero,
    output memtoreg, memwrite,
    output pcsrc, alusrc,
    output regdst, regwrite,
    output jump,
    output [5:0] alucontrol,
    input [4:0] shamt
);
    wire [1:0] aluop;
    wire branch;
    maindec md(
        .op(op),
        .memtoreg(memtoreg),
        .memwrite(memwrite),
        .branch(branch),
        .alusrc(alusrc),
        .regdst(regdst),
        .regwrite(regwrite),
        .jump(jump),
        .aluop(aluop)
    );
    aludec ad(
        .funct(funct),
        .aluop(aluop),
        .alucontrol(alucontrol)
    );
    assign pcsrc = branch & zero;
endmodule
`timescale 1ns / 1ps
module datapath(
        input clk,reset,
        input memtoreg, pcsrc,
        input alusrc,regdst,
        input regwrite,jump,
        input [5:0] alucontrol,
        output zero,
        output [31:0] pc,
        input [31:0] instr,
        output [31:0] aluout, writedata,
        input [31:0] readdata,
        input [4:0] shamt
    );
    wire [4:0]  writereg;
    wire [31:0] pcnext, pcnextbr, pcplus4, pcbranch;
    wire [31:0] signimm, signimmsh,ZeroImm;
    wire [31:0] srca, srcb;
    wire [31:0] result;
    flopr #(32) pcreg(clk,reset,pcnext,pc);
    adder pcadd1(pc,32'b100,pcplus4);
    sl2 immsh(signimm, signimmsh);
    adder pcadd2(pcplus4, signimmsh, pcbranch);
    mux2 #(32) pcbrmux(pcplus4,pcbranch,pcsrc,pcnextbr);
    mux2 #(32) pcmux(pcnextbr, {pcplus4[31:28],instr[25:0], 2'b00},jump, pcnext);
    RegisterFile rf(clk, regwrite, instr[25:21],instr[20:16], writereg,result, srca, writedata);
    mux2 #(5) wrmux(instr[20:16], instr[15:11],regdst, writereg);
    mux2 #(32) resmux(aluout, readdata, memtoreg, result);
    signext se(instr[15:0], signimm);
    zeroimm ze(instr[15:0], ZeroImm);
    mux2 #(32) srcbmux(writedata, signimm, alusrc,srcb);
    ALU alu(srca, srcb, alucontrol,shamt,aluout, zero);
endmodule
`timescale 1ns / 1ps
module flopr #(parameter WIDTH = 8)
  (input clk, reset,
   input  [WIDTH-1:0] d,
   output reg [WIDTH-1:0] q);
  always @(posedge clk or posedge reset)
    if (reset)
      q <= 0;
    else
      q <= d;
endmodule
`timescale 1ns / 1ps
module maindec(
    input  [5:0] op,
    output memtoreg, memwrite,
    output branch, alusrc,
    output regdst, regwrite,
    output jump,
    output [1:0] aluop
);
    reg [8:0] controls;
    assign {regwrite, regdst, alusrc,
            branch, memwrite,
            memtoreg, jump, aluop} = controls;
    always @(*) begin
        case(op)
            6'b000000: controls = 9'b110000010;  
            6'b100011: controls = 9'b101001000;  
            6'b101011: controls = 9'b001010000;  
            6'b000100: controls = 9'b000100001;  
            6'b001000: controls = 9'b101000000;  
            6'b000010: controls = 9'b000000100;  
            default:   controls = 9'bxxxxxxxxx;  
        endcase
    end
endmodule
`timescale 1ns / 1ps
module mips(
    input clk, reset,
    output [31:0] pc,
    input [31:0] instr,
    output memwrite,
    output [31:0] aluout, writedata,
    input [31:0] readdata
);
    wire memtoreg, branch;
    wire alusrc, regdst, regwrite, jump;
    wire [5:0] alucontrol;
    wire [4:0] shamt;
    wire pcsrc;
    wire zero;
    assign shamt = (instr[31:26] == 6'b000000) ? instr[10:6] : 5'b00000;
    controller c(
        .op(instr[31:26]),
        .funct(instr[5:0]),
        .zero(zero),
        .memtoreg(memtoreg),
        .memwrite(memwrite),
        .pcsrc(pcsrc),
        .alusrc(alusrc),
        .regdst(regdst),
        .regwrite(regwrite),
        .jump(jump),
        .alucontrol(alucontrol),
        .shamt(shamt)
    );
    datapath dp(
        .clk(clk),
        .reset(reset),
        .memtoreg(memtoreg),
        .pcsrc(pcsrc),
        .alusrc(alusrc),
        .regdst(regdst),
        .regwrite(regwrite),
        .jump(jump),
        .alucontrol(alucontrol),
        .zero(zero),
        .pc(pc),
        .instr(instr),
        .aluout(aluout),
        .writedata(writedata),
        .readdata(readdata),
        .shamt(shamt)
    );
endmodule
`timescale 1ns / 1ps
module mux2 #(parameter WIDTH = 8)
  (input  [WIDTH-1:0] d0, d1,
   input              s,
   output [WIDTH-1:0] y);
  assign y = s ? d1 : d0;
endmodule
`timescale 1ns / 1ps
module signext(input  [15:0] a,
               output [31:0] y);
  assign y = {{16{a[15]}}, a};
endmodule
`timescale 1ns / 1ps
module sl2(input  [31:0] a,
           output [31:0] y);
  assign y = a << 2;
endmodule
`timescale 1ns / 1ps
module zeroimm( input [15:0] a,
                output [31:0] y
    );
    assign y = {{16{1'b0}}, a};
endmodule
```

## constraint.sdc

```tcl
current_design mips

set clk_period 36.3
set clk_io_pct 0.2

create_clock -name clk0 -period $clk_period [get_ports {clk}]

set non_clock_inputs [all_inputs -no_clocks]
set_input_delay [expr $clk_period * $clk_io_pct] -clock clk0 $non_clock_inputs
set_output_delay [expr $clk_period * $clk_io_pct] -clock clk0 [all_outputs]
```

## config.mk

```make
export PLATFORM = sky130hd
export DESIGN_NAME = mips
export DESIGN_NICKNAME = mips
export VERILOG_FILES = /design/flow/design.v
export SDC_FILE = /design/flow/constraint.sdc
export NUM_CORES = 4
export LEC_CHECK = 1
export CORE_UTILIZATION = 50
```

## run.sh

```bash
#!/bin/bash
# OpenROAD 26Q1-2900-gdf79404cd8, Yosys 0.63+post, stock flow scripts
make -C /OpenROAD-flow-scripts/flow DESIGN_CONFIG=/design/flow/config.mk WORK_HOME=/design/flow/orfs finish
```

==> git commit body <==
Add synthesis and place-and-route results

* Portion of the clock cycle consumed by the worst path in the final layout: 65.3%
- In the placement report, post-DP HPWL is listed as around 170000 um.
- In this run the count of I/O pins placed on the die edge is 163.
- Worst path buffer plus inverter count: 9
- Max Cap Viol: 0
- Total power density per cell area: 54.0 nW/um^2
* Worst EP arrival: 16450 ps
- The timer found 6 register pins that no clock reaches; their paths are not timed.
* Synth warn: 5
- For this run the top cell type by instance count after synthesis was sky130_fd_sc_hd__edfxtp_1.
- Counting distinct cell types in the post-synthesis netlist gives 108.
- Synthesis inferred about 1.1k register bits.
- Synth top area cells: sky130_fd_sc_hd__edfxtp_1 (48%), sky130_fd_sc_hd__mux4_2 (15%), sky130_fd_sc_hd__mux2i_1 (8.9%), sky130_fd_sc_hd__ha_1 (2.7%), sky130_fd_sc_hd__a22oi_1 (2.5%)
- Per the post-CTS timing run, clock transition at the registers of the reported paths is 60 ps.
- Cell family contributing the most delay on the critical path: buffers and inverters
- Number of DRC violations after detailed-routing iteration 0: 3466
- The worst setup path is captured at a primary output.
- Layout Cells excl Fill: 6718
- According to the floorplan report, the die width is between 300 and 400 um.
* Run status: complete, no violations
* CP Cell Sequence: buf_8 > buf_4 > buf_4 > buf_4 > buf_4 > mux4_2 > mux2i_1 > a31oi_1 > and3_1 > inv_1 > ha_1 > inv_1 > a2111oi_0 > o41a_1 > o211ai_1 > nand4_1 > a2111oi_0 > buf_4 > nor3_1 > o41ai_1 > mux2i_1 > o21ai_0 > clkdlybuf4s50_1
* Fraction of registers with async set/reset: 2.83%
- For reference, the placement row count at floorplan is 130.
- In the routed layout, each cell is associated on average with a via count of 6.80.
- Placed instance count: approximately 6.5k
* Commonest flop: sky130_fd_sc_hd__edfxtp_1
* CP dominant cell by count: sky130_fd_sc_hd__buf_4
- Number of max-slew violations in the final report: 0
- The first global-routing pass estimated around 340000 um of wire.
* Area share of the largest cell type after synthesis: 48.5%
* Final estimated routing congestion in global placement: 1.07
- Length of the first detailed-routing pass in iterations: 7
* Post-detailed-route count of antenna-violating nets: 0
- Final count of hold timing violations: 0
* Drt drc: 0
- In this run, synthesis inferred 1024 flip-flops with an integrated enable.
- The routed design shows a wire length per standard cell of around 36 um.
- Cell area after technology mapping: between 60000 and 70000 sq um
- Number of gates resized after CTS: 0
- Sorting the Yosys area breakdown by cell type puts at the top sky130_fd_sc_hd__edfxtp_1.
- The via count of the first global-routing pass came to 46.9k.
- Synthesis produced 4808 cells.
- The clock tree synthesis step divided the H-tree into 3 levels.
- Among all stages on the critical path, the maximum delay recorded is 720 ps.
- Post-detailed-routing wire length: 245000 um
- Counting along the longest clock path gives a buffer depth of 3.
- In this run the worst path has a maximum fanout of 37.
- Clock buffer count from CTS: 107
- F_max: 42.2 MHz
* Minimum hold slack: 705 ps
- Area growth, synth to finish: 12.0%
* Actual transition at the worst max-transition pin: 1150 ps
- Clk_skew: just over 100 ps
- Per the Yosys statistics, synthesis produced about 4.8k cells.
* Layout cell share with drive strength beyond 1: 19.0%
* List of most frequent post-synthesis cells: sky130_fd_sc_hd__edfxtp_1 (1024), sky130_fd_sc_hd__mux2i_1 (564), sky130_fd_sc_hd__mux4_2 (409), sky130_fd_sc_hd__nand2_1 (338), sky130_fd_sc_hd__nor2_1 (308)
- Largest net degree at the start of global routing: between 90 and 100
* Die Y-Extent: 358 um
- The worst setup path is of the in2out kind.
- The die covers 128000 sq um.
- The post-CTS hold buffer count recorded in the log is 0.
- Peak supply drop: 0.0536 mV
- After layout, the minimum clock period comes to 23710 ps.
* CP max-delay cell: sky130_fd_sc_hd__buf_4
- Each instance of the synthesized netlist takes up on average about 13 sq um.
- Final core utilization: 56.5%
- Placeable core region: 126000 sq um
- Recorded from the global router log, the overflow total was 0.
- Type of origin of the critical path: input port
* Buffer type at the clock tree root: sky130_fd_sc_hd__clkbuf_16
- Adding up every negative setup slack in the final design gives 0 ps.
- Overall routing resource usage recorded by global route was 42.1%.
- For this run, the final setup violation count is recorded as 0.
- Looking at the post-CTS report, the setup buffer insertion count equals 0.
- During placement, the flow inserted port buffers numbering 160.
- In the final layout, the fill cell count is 10.0k.
* Slew margin rel.: 22.5%
* Count of endpoints without a timing constraint: 6
- In this run the tools logged warnings totalling 99.
- Initial antenna violation count: 11
* Required arrival time at the worst endpoint: just under 30000 ps
* Static power due to leakage: 25.4 nW
- Clock insertion delay at the later pin of the skew report: ~770 ps
* Via Count: 45.7k
* Initial cell density of the core: 50.5%
- Min-Delay Path Class: reg2reg
* TritonCTS clock tree: built
* Unrepaired setup endpoints after global routing: no
- According to the Yosys statistics, the synthesized design has a chip area of 63400 sq um.
==> sequential cells by signal, summed over array words and instances, names as in the netlist <==
| register | flops |
|---|---|
| c.ad.alucontrol | 6 |
| dp.pcreg.q | 30 |
| dp.rf.RegFile | 1024 |
==> power breakdown <==
| part | switching [mW] | internal [mW] | leakage, nW | total (mW) |
|---|---|---|---|---|
| clock network | 0.483 | 0.638 | 1.72 | 1.12 |
| registers | 0.0280 | 1.54 | 9.66 | 1.57 |
| logic | 0.755 | 0.398 | 14.0 | 1.15 |
| total | 1.27 | 2.57 | 25.4 | 3.84 |
==> through the flow <==
stage | power (mW) | cell area [sq um] | setup WS, ps
after detailed placement | 2.72 | 67500 | 12660
final | 3.84 | 71100 | 12590
after CTS | 3.83 | 71100 | 12630
after global placement | 2.72 | 67500 | 12750
after global routing | 3.98 | 71100 | 11980
after floorplan | 2.24 | 63500 | 15200
==> cell type report <==
type | instances | area, sq um | area share [%]
Sequential cell | 1060 | 31600 | 44.4
Multi-Input combinational cell | 3277 | 30000 | 42.2
Timing Repair Buffer | 385 | 3310 | 4.65
Clock buffer | 130 | 2760 | 3.89
Tap cell | 1650 | 2060 | 2.90
Clock inverter | 67 | 801 | 1.13
Inverter | 142 | 533 | 0.750
Antenna cell | 7 | 17.5 | 0.0246
==> worst min-delay path, cell delays in order, from the launching register on <==
cell                      delay (ps)
sky130_fd_sc_hd__dfrtp_1         410
sky130_fd_sc_hd__xor2_1          110
sky130_fd_sc_hd__nor2_1          100
sky130_fd_sc_hd__a21oi_1          40
==> path summary, 6_finish.rpt <==
kind,start,to,slack [ps],depth (start not counted)
worst max-delay path,instr[21],aluout[31],12590,23
worst min-delay path,dp.pcreg.q[30],dp.pcreg.q[30],700,3
worst max register to register,dp.rf.RegFile[27][5],dp.pcreg.q[27],27960,23
worst min register to register,dp.pcreg.q[30],dp.pcreg.q[30],700,3
max in group asynchronous,reset,dp.pcreg.q[25],29110,3
min in group asynchronous,reset,dp.pcreg.q[31],6870,3
==> layout by cell type (no fill, tap or decap), types with 22 or more instances in the layout <==
master and instances:
sky130_fd_sc_hd__o21ai_0 118, sky130_fd_sc_hd__a21oi_1 229, sky130_fd_sc_hd__and3_1 23, sky130_fd_sc_hd__o211ai_1 26
sky130_fd_sc_hd__clkinv_1 29, sky130_fd_sc_hd__nor2_4 33, sky130_fd_sc_hd__ha_1 135, sky130_fd_sc_hd__clkbuf_1 23
sky130_fd_sc_hd__a22oi_1 211, sky130_fd_sc_hd__buf_4 225, sky130_fd_sc_hd__mux2_2 31, sky130_fd_sc_hd__dfrtp_1 30
sky130_fd_sc_hd__o21bai_1 22, sky130_fd_sc_hd__o21a_1 33, sky130_fd_sc_hd__xnor2_1 55, sky130_fd_sc_hd__nand2_1 338
sky130_fd_sc_hd__and2_1 48, sky130_fd_sc_hd__nor2_1 260, sky130_fd_sc_hd__nor4_1 25, sky130_fd_sc_hd__o22ai_1 49
sky130_fd_sc_hd__clkdlybuf4s50_1 152, sky130_fd_sc_hd__nor3_1 52, sky130_fd_sc_hd__inv_1 137, sky130_fd_sc_hd__a21o_1 30
sky130_fd_sc_hd__nand3_1 68, sky130_fd_sc_hd__a211oi_1 41, sky130_fd_sc_hd__nand2b_1 64, sky130_fd_sc_hd__edfxtp_1 1024
sky130_fd_sc_hd__mux4_2 409, sky130_fd_sc_hd__xor2_1 22, sky130_fd_sc_hd__mux2i_1 564, sky130_fd_sc_hd__clkbuf_16 107
==> per-layer routing <==
metal	up-vias	routed length (um)	track usage, %
li1	19438	-	-
met1	22451	80700	52.6
met2	3177	109000	59.0
met3	612	40000	27.6
met4	28	14600	18.6
met5	-	572	3.44
==> logic make-up after synthesis <==
family                   after synthesis  share of synthesized area (%)
multiplexers                        1015                           24.3
AND/OR/NAND/NOR                     1047                           7.70
adder cells (fa/ha/maj)              138                           2.76
other                                  1                        0.00591
buffers and inverters                478                           3.66
AND-OR/OR-AND                        992                           10.7
XOR/XNOR                              77                           1.06
flip-flops                          1054                           49.6
latches                                6                          0.142
Power is estimated from default activity; no workload was simulated.
