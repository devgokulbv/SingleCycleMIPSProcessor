==> flow/design.v <==
`timescale 1ns / 1ps
module InstructionMemory(
    input [5:0] A,
    output [31:0] RD
);
    reg [31:0] InsMem[0:63];
    initial begin
        InsMem[0] = 32'h20020005;
        InsMem[4] = 32'h2003000c;
        InsMem[8] = 32'h2067fff7;
        InsMem[12] = 32'h00e22025;
        InsMem[16] = 32'h8c020000;
        InsMem[20] = 32'h20020005;
    end
    assign RD = InsMem[A];
endmodule
==> flow/run.sh <==
#!/bin/bash
# OpenROAD 26Q1-2900-gdf79404cd8, Yosys 0.63+post, stock flow scripts
make -C /OpenROAD-flow-scripts/flow DESIGN_CONFIG=/design/flow/config.mk WORK_HOME=/design/flow/orfs finish
==> flow/config.mk <==
export PLATFORM = sky130hd
export DESIGN_NAME = InstructionMemory
export DESIGN_NICKNAME = InstructionMemory
export VERILOG_FILES = /design/flow/design.v
export SDC_FILE = /design/flow/constraint.sdc
export NUM_CORES = 4
export LEC_CHECK = 1
export CORE_AREA = 10 10 70 70
export DIE_AREA = 0 0 80 80
==> flow/constraint.sdc <==
current_design InstructionMemory

set clk_period 1.1
set clk_io_pct 0.2

create_clock -name clk0 -period $clk_period

set non_clock_inputs [all_inputs -no_clocks]
set_input_delay [expr $clk_period * $clk_io_pct] -clock clk0 $non_clock_inputs
set_output_delay [expr $clk_period * $clk_io_pct] -clock clk0 [all_outputs]
==> flow_summary.json <==
{
  "viasPerCell": 2.49,
  "critPathKind": "in -> out",
  "critPathCaptureType": "output pin",
  "mostFrequentLayoutCells": "buf_6, conb_1, dlygate4sd2_1",
  "drv_slew": 0,
  "drive_gt1_share_pct": 72.6,
  "yosys.cell_types.count": 9,
  "ctsHoldBuffers": 0,
  "yosys.stat.seqShare_pct": 0,
  "die_area_mm2": 0.00640,
  "wl_um": 975,
  "cp_data_arrival_time_ns": 0.97,
  "layout_top_cell": "buf_6",
  "drt_iter0_drc": 2,
  "synth_cells": 39,
  "rsz0062_at_grt": "yes",
  "min_path_type": "in -> out",
  "pwr-share-clk_pct": 0,
  "first_pass_iters": 2,
  "switching_share_pct": 30.9,
  "finalWorstSetupSlack_ns": -0.0868,
  "logic_area_um2": 173,
  "preCtsSetupSlack_ns": -0.831,
  "core_region_area_mm2": 0.00342,
  "final_hold_viol_count": 0,
  "fmax_mhz": 843,
  "critPathMaxFanout": 4,
  "grt_pass1_wl_um": 1390,
  "fp_util_pct": 8.13,
  "numPortBuffers": 28,
  "synth.yosys.warnings": 1,
  "postRouteAntennaNets": 0,
  "met1_length_um": 345,
  "power.internal_uw": 129,
  "p_per_area_mw_per_mm2": 277,
  "grt_pass1_vias": 280,
  "fin_crit_ns": 1.19,
  "antenna_found_initial": 0,
  "ir_drop_mv": 0.0509,
  "boundaryPins": 38,
  "routedWlPerCell_um": 9.03,
  "p_switching_uw": 57.7,
  "nFillCells": 375,
  "p_seq_share_pct": 0,
  "grt_max_degree": 7,
  "grt_overflow": 0,
  "area_growth_pct": 143,
  "cp-start-kind": "primary input",
  "wl_met3_um": 143,
  "postSynthAreaPerCell_um2": 7.12,
  "power.leakage_nw": 0.333,
  "met2WireLength_um": 485,
  "flops": 0,
  "yosys-stat-cells": 39,
  "die_height_um": 80,
  "required_ns": 0.88,
  "drc_errors": 0,
  "final_cell_area_um2": 676,
  "tns_ns": -0.444,
  "gp_congestion": 0.696,
  "ff_latch_area_um2": 0,
  "outcome": "finished, violations left",
  "track_usage_pct": 2.54,
  "drv_cap": 0,
  "warnings": 39,
  "power_frac_comb_pct": 100.0,
  "final_util_pct": 19.8,
  "ys_area_um2": 278,
  "finalCritPeriodShare_pct": 108,
  "diodes": 0,
  "violations": "setup timing",
  "rows": 21,
  "dieWidth_um": 80,
  "clock_buffer_count": 0,
  "dr_total_vias": 269,
  "placed_area_um2": 492,
  "power_uw": 187,
  "setup_viol_count_final": 7,
  "syn-cell-area_um2": 278,
  "top_layer": "met3"
}
==> worst paths after layout <==
check             cells past startpoint     end  from  slack, ns
hold / removal                        4  RD[29]  A[4]       0.71
setup / recovery                      7   RD[0]  A[2]      -0.09
==> cell families after synthesis <==
family,share of synthesized area [%]
adders and majority gates,13.5
other,2.70
buffers and inverters,66.2
and+or+nand+nor,17.6
==> area by class of cell <==
type,count,area share [%]
timing repair buffer,41,63.1
tap,46,8.52
multi-input combinational,18,25.6
inverter,3,2.78
==> critical path, stage by stage <==
cell,delay (ns)
buf_8,0.11
buf_6,0.11
ha_4,0.14
nor2b_4,0.12
buf_6,0.10
nor2_2,0.08
buf_2,0.09
==> cell usage after synthesis <==
library cell	n	area (um^2)
and2b_4	1	10.0
inv_1	2	7.51
inv_2	1	3.75
ha_1	3	37.5
conb_1	2	7.51
nor2b_1	3	18.8
nor2_2	2	12.5
nor2_1	2	7.51
buf_4	23	173
==> metrics by stage <==
stage	hold slack (ns)	cells
floorplan	0.450	44
global route	0.739	108
CTS	0.743	109
detailed placement	1.51	97
finish	0.711	108
global placement	1.50	97
==> repair_timing <==
action / in CTS / in global routing
setup buffers: 11 / 3
resized: 112 / 12
gates cloned: 1 / 0
setup endpoints to repair: 25 / 20
pin swaps: 3 / 3
==> routing by layer <==
layer	vias up	track usage, %
met5	-	0
met4	0	0
met3	0	0.568
met2	18	4.98
met1	122	2.83
li1	129	-
==> power by group through the flow <==
stage | registers, mW | logic, mW | clock network (mW)
finish | 0 | 0.187 | 0
global route | 0 | 0.207 | 0
CTS | 0 | 0.199 | 0
No activity file was given, so power comes from the tool's default toggle rates.
