### /design/flow/config.mk
export PLATFORM = sky130hd
export DESIGN_NAME = DataMemory
export DESIGN_NICKNAME = DataMemory
export VERILOG_FILES = /design/flow/design.v
export SDC_FILE = /design/flow/constraint.sdc
export NUM_CORES = 4
export LEC_CHECK = 1
export CORE_UTILIZATION = 30
### /design/flow/constraint.sdc
current_design DataMemory

set clk_period 40.2
set clk_io_pct 0.2

create_clock -name clk0 -period $clk_period [get_ports {CLK}]

set non_clock_inputs [all_inputs -no_clocks]
set_input_delay [expr $clk_period * $clk_io_pct] -clock clk0 $non_clock_inputs
set_output_delay [expr $clk_period * $clk_io_pct] -clock clk0 [all_outputs]
### /design/flow/design.v
`timescale 1ns / 1ps
module DataMemory(
    input         CLK,   
    input   [5:0] A,     
    input         WE,    
    input  [31:0] WD,    
    output [31:0] RD     
);
    reg [31:0] DataArr [63:0];    
    integer i;
    initial begin
        for (i = 0; i < 10; i = i + 1) begin
            DataArr[i] = (i + 1) * 10;
        end
    end
    assign RD = DataArr[A];       
    always @ (posedge CLK) begin
        if (WE)
            DataArr[A] <= WD;     
    end
endmodule
### /design/flow/run.sh
#!/bin/bash
# OpenROAD 26Q1-2900-gdf79404cd8, Yosys 0.63+post, stock flow scripts
make -C /OpenROAD-flow-scripts/flow DESIGN_CONFIG=/design/flow/config.mk WORK_HOME=/design/flow/orfs finish
==> flow_summary.json <==
{
  "status": "completed",
  "drive_gt1_share_pct": 17.6,
  "num_vias": 41700,
  "drv_cap": 0,
  "p_clk_share_pct": 39.0,
  "top_cells_by_area": "edfxtp_1 79%, mux2i_1 3.3%, mux4_2 2.8%",
  "ff_type": "edfxtp_1",
  "p_comb_share_pct": 5.4,
  "track_usage_pct": 17.3,
  "cts_buffers": 183,
  "dp_hpwl_um": 121000,
  "grt_max_degree": 90,
  "yosys.area.top_type_share_pct": 78.6,
  "startpoint_type": "input port",
  "avgRoutedWirePerCell_um": 27.1,
  "layout_top_cell": "edfxtp_1",
  "yosysTopAreaCell": "edfxtp_1",
  "clockRootBuffer": "clkbuf_16",
  "path_class": "input port to output port",
  "post_cts_buffers": 0,
  "clk_pin_slew_ns": 0.06,
  "intPower_mw": 3.34,
  "drc_errors": 0,
  "fp.dieArea_sq_mm": 0.263,
  "ioPinCount": 72,
  "drt_pass1_iterations": 5,
  "yosys_cells": 4207,
  "grt_pass1_vias": 44200,
  "io_buffers": 71,
  "overflow": 0,
  "drv_slew": 0,
  "yosysSeqAreaShare_pct": 78.6,
  "p_leak_nw": 27.9,
  "async_flop_share_pct": 0,
  "drt_iter0_markers": 3046,
  "ys_chip_area_sq_mm": 0.0783,
  "yosysWarnings": 1,
  "maxSlewHeadroom_pct": 3.69,
  "irDropWorstVdd_mv": 0.0423,
  "design_power_total_mw": 4.26,
  "ctsHoldBuffers": 0,
  "tritoncts": "built",
  "syn_to_final_growth_pct": 14.2,
  "core_area_sq_mm": 0.259,
  "setup_violations": 0,
  "tns_ns": 0,
  "worst_pin_slew_ns": 1.41,
  "power_density_mw_per_mm2": 47.6,
  "min_path_type": "input port to flip-flop",
  "synthesis.area_sq_mm": 0.0783,
  "openroad.warnings": 26,
  "place_congestion": 0.878,
  "ant_nets": 0,
  "vias_per_cell": 5.28,
  "grt_pass1_wl_um": 309000,
  "layout_min_cycle_time_ns": 21.40,
  "cts.sinks": 2048,
  "worstPathRequired_ns": 32.16,
  "worst_ep_arrival_time_ns": 13.36,
  "switchingPower_mw": 0.913,
  "crit_path_end_kind": "output port",
  "reg_top3": "DataArr x2048",
  "seqPwrFrac_pct": 55.6,
  "cts_buffer_depth": 3,
  "post_cts_resized": 0,
  "fp.dieH_um": 513,
  "finalCritPeriodShare_pct": 53.2,
  "switching_share_pct": 21.5,
  "cts_max_level": 4,
  "fp.dieW_um": 513,
  "hold_viol": 0,
  "routed_wl_um": 214000,
  "ys_ff": 2048,
  "syn_area_per_cell_sq_um": 18.6,
  "synthCells": 4207,
  "rsz0062_at_grt": "no",
  "cp_max_fo": 77,
  "fmaxAchievable_mhz": 46.7,
  "synth_cell_types": 55,
  "largest_reg_flops": 2048,
  "final_cell_mix": "2048 x edfxtp_1, 259 x mux2i_1, 190 x buf_4, 188 x a22oi_1, 187 x clkbuf_16",
  "largest-register": "DataArr",
  "placementRows": 187,
  "initCoreUtil_pct": 30.2,
  "edf_count": 2048,
  "antenna_found_initial": 8
}
==> cell type report <==
class,instances,area [sq um]
inverters,2,15.0
well taps,3402,4260
fillers,23800,170000
multi-input cells,1859,16000
flip-flops and latches,2048,61500
clock inverters,93,699
clock buffers,238,4870
repair buffers,262,2010
diodes,2,5.00
==> critical path: stages <==
cell	delay, ns
buf_8	0.56
buf_4	0.61
buf_4	0.65
nor2b_4	0.06
buf_4	0.30
buf_4	0.35
a221o_1	0.34
o21ai_0	0.07
nand3_1	0.10
a2111oi_0	1.21
nand3_1	0.39
clkdlybuf4s50_1	0.52
==> Yosys cell counts, types with 3 or more instances <==
master     instances
a21oi_1          121
a31oi_1           43
nor4_1            14
buf_12             3
nor3_1            22
clkbuf_1         168
buf_4              8
mux2_2           147
o22a_1            70
a211oi_1          17
mux2i_1          259
nand3_1           54
a2111oi_0         15
or3_1              4
or4_1             15
nor2b_1            8
a22o_1            66
edfxtp_1        2048
o21ai_0           84
buf_2             83
a22oi_1          188
o2bb2ai_1         15
a222oi_1          16
nand2_1           28
or4b_1            14
o22ai_1           93
o221ai_1           6
nor2_1           145
a221o_1           15
nand2b_1          18
and2_1             5
mux4_2            96
buf_1             33
a221oi_1         175
and3_1            85
nand4_1            3
==> cell families (layout without fill, tap and decap cells) <==
| group | after synthesis | in the layout | share of synthesized area, % |
|---|---|---|---|
| DFF | 2048 | 2048 | 78.6 |
| AOI/OAI and AO/OA | 933 | 933 | 8.73 |
| muxes | 502 | 502 | 8.19 |
| and+or+nand+nor | 424 | 424 | 2.83 |
| buffers and inverters | 300 | 595 | 1.70 |
| other | 0 | 2 | 0 |
==> power groups by stage <==
stage         combinational, mW  clock (mW)  sequential, mW
global route              0.249        1.76            2.37
CTS                       0.233        1.69            2.37
finish                    0.231        1.66            2.37
==> path summary, 6_finish.rpt <==
| path | startpoint | to | cells after the start |
|---|---|---|---|
| max | A[2] | RD[24] | 12 |
| min | WD[27] | DataArr[51][27]$_DFFE_PP_ | 2 |
==> per-stage QoR <==
stage                     cells  utilization (%)  setup WS, ns  instance area [sq um]  hold slack (ns)
after global placement     7573             32.3         18.85                  83800             8.69
after floorplan            4207                -         22.01                  78300             8.14
final                      7906             34.5         18.80                  89400             7.86
after CTS                  7904             34.5         18.88                  89400             7.81
after detailed placement   7573             32.3         18.86                  83800             8.70
after global routing       7906             34.5         18.63                  89400             7.89
==> layer usage <==
layer	GRT usage (%)	share of wire, %	vias to the layer above
met4	5.01	3.6	16
met1	19.0	33	20700
li1	-	-	17800
met2	25.6	46	2770
met5	1.68	0.26	-
met3	13.9	18	397
Power figures rest on the tool's default switching activity, not on a simulated workload.
